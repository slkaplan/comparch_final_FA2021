`flow/design.v`:
```
module pwm(clk, rst, ena, step, duty, out);
parameter N = 8;
input wire clk, rst;
input wire ena;  
input wire step;  
input wire [N-1:0] duty;  
output logic out;
logic [N-1:0] counter;
always_comb begin
  out = ena & ((counter < duty) | & counter );
end
always_ff @(posedge clk) begin
  if(rst) begin
    counter <= 0;
  end
  else if (step) begin
    counter <= counter + 1;
  end
end
endmodule
```
`flow/run.sh`:
```
#!/bin/bash
# OpenROAD 26Q1-2900-gdf79404cd8, Yosys 0.63+post, stock flow scripts
make -C /OpenROAD-flow-scripts/flow DESIGN_CONFIG=/design/flow/config.mk WORK_HOME=/design/flow/orfs finish
```
`flow/config.mk`:
```
export PLATFORM = sky130hd
export DESIGN_NAME = pwm
export DESIGN_NICKNAME = pwm
export VERILOG_FILES = /design/flow/design.v
export SDC_FILE = /design/flow/constraint.sdc
export NUM_CORES = 4
export LEC_CHECK = 1
export CORE_AREA = 10 10 70 70
export DIE_AREA = 0 0 80 80
```
`flow/constraint.sdc`:
```
current_design pwm

set clk_period 1.9
set clk_io_pct 0.2

create_clock -name clk0 -period $clk_period [get_ports {clk}]

set non_clock_inputs [all_inputs -no_clocks]
set_input_delay [expr $clk_period * $clk_io_pct] -clock clk0 $non_clock_inputs
set_output_delay [expr $clk_period * $clk_io_pct] -clock clk0 [all_outputs]
```
==> impl_results.rst <==
Run summary
-----------

.. list-table::
   :header-rows: 1

   * - Metric
     - Value
   * - Status
     - finished clean
   * - Clock tree from TritonCTS
     - yes
   * - Dominant register cell in the synthesized netlist
     - dfxtp_1
   * - Pin count of the biggest net entering global routing
     - 9
   * - Flip-flop count of the largest register after layout
     - 8
   * - Per-cell routed wire length
     - 9.95 µm
   * - Design Area, Final
     - 797 µm²
   * - Clk ins delay skew pair
     - 0.25 ns
   * - Transition time at the pin with the least slew margin
     - around 0.32 ns
   * - Post-place instance area
     - 736 µm²
   * - Global route overflow
     - 0
   * - Main area contributors
     - dfxtp_1 (31%), ha_1 (19%), xor2_1 (8.5%)
   * - Proportion of synthesized flip-flops having asynchronous set or reset
     - 0%
   * - Sum of routed wire length over all layers
     - about 1300 µm
   * - Die boundary width
     - around 80 µm
   * - Register with the highest flop count
     - counter
   * - Required arrival time at the worst endpoint
     - about 1.5 ns
   * - Num ports
     - 13
   * - Worst setup slack for register-to-register paths
     - between 0.5 and 0.6 ns
   * - Post-layout instance count excluding filler cells
     - 129
   * - # rows
     - 21
   * - Switching power
     - 88.1 µW
   * - Hold endpoint
     - counter[7]
   * - Min-delay src
     - counter[7]
   * - Buffers on Ports
     - 12
   * - Distinct cell type count of the synthesized netlist
     - 21
   * - CP Capture Type
     - output pin
   * - Reg power frac
     - 47.8%
   * - Setup crit start kind
     - flip-flop
   * - Maximum net fanout on the critical path
     - 2
   * - Min-Delay Path Depth
     - 2
   * - Count of flip-flops with a built-in enable after synthesis
     - 0
   * - Via count
     - roughly 500
   * - Total power divided by cell area
     - 463 nW/µm²
   * - Final number of max-transition violations
     - 0
   * - Cell type with the highest aggregate area in the netlist
     - dfxtp_1
   * - CTS HTree Levels
     - 1
   * - Post-synth area from yosys stat
     - 517 µm²
   * - Endpoint of the most critical register-to-register path
     - counter[6]
   * - DR pass1 iterations
     - 4
   * - CTS clock-pin slew for the worst setup and hold paths
     - 0.05 ns
   * - Cell total after placement
     - between 100 and 150
   * - Signed area change from the synthesized netlist to the final layout
     - 54.2%
   * - Depth of the most critical reg-to-reg path
     - 5
   * - Leakage Power
     - between 0.0003 and 0.0004 µW
   * - Clock group share of total power
     - 35.2%
   * - Gate Count Post-Synth
     - between 60 and 70
   * - Total Power Consumption
     - 369 µW
   * - R2R Path Start
     - counter[1]
   * - Arr. time, crit path
     - 1.47 ns
   * - Global-route wire length before repair
     - between 2000 and 2500 µm
   * - Most frequent logic cell in the layout
     - nor2_1
   * - Number of warnings the tools reported
     - 27
   * - Floorplan core area
     - between 3000 and 4000 µm²
   * - Number of vias per cell after detailed routing
     - roughly 3.9
   * - Count of warnings emitted by yosys
     - 1
   * - Cells in synth_stat.txt
     - 62
   * - Post-route DRC violation count
     - 0
   * - RSZ-0062 raised after global routing
     - yes
   * - Share of final-layout standard cells stronger than drive strength 1
     - 27.7%
   * - Count of max-cap constraint violations
     - 0
   * - Worst rel slew slack
     - between 70% and 80%
   * - Combinational share of power
     - 17.0%
   * - Longest Clk Path Bufs
     - 2
   * - Post-Route Setup TNS
     - 0 ns
   * - Sequential element share of the synthesized area
     - 31.0%
   * - Worst VDD drop
     - about 0.35 mV
   * - Mapped Avg Cell Area
     - 8.33 µm²
   * - Worst setup path class
     - flip-flop to output pin
   * - Final clock period utilization by the worst path
     - 97.5%
   * - Post-route antenna net violation count
     - 0
   * - Pre-Place Util
     - approximately 15%
   * - Switching share of power
     - 23.9%
   * - Top logic cells by instance count in the layout
     - nor2_1 (8), dfxtp_1 (7), buf_4 (7)
   * - Sinks on Clock Net
     - 8
   * - Registers, synthesis
     - 8
   * - Routability-driven placement congestion ratio
     - about 0.8
   * - Total CTS buffers
     - 3
   * - Mapped Area
     - 517 µm²
   * - Top-area cell share
     - 31.0%
   * - Total antenna diodes in the routed design
     - 0
   * - Final critical-path required period
     - 1.85 ns
   * - Via count of the first global-routing pass
     - around 470
   * - GRT Overall Usage
     - 4.08%
   * - Internal Dissipation
     - 281 µW
   * - Die Outline Area
     - ~6400 µm²
   * - Final tally of hold violations
     - 0
   * - Path class of the lowest-slack min-delay path
     - flip-flop to flip-flop
   * - Largest registers ranked by flip-flop count
     - counter (8)
   * - Die span in y
     - 80 µm
   * - Number of antenna violations at the first check in global routing
     - 0
   * - Endpoints failing setup
     - 0
   * - DPL Wire Length
     - 969 µm
   * - Post-CTS Hold Buffers
     - 0
   * - Skew final
     - 0.00404 ns
   * - Number of DRC markers in iteration 0
     - 20
   * - Highest clock rate
     - 540 MHz
   * - Root Buffer
     - clkbuf_4
-- worst max-delay path by stage --
stage	slack, ns	startpoint	depth (start not counted)	to
finish	0.05	counter[2]	6	out
CTS	-0.02	counter[2]	6	out
global route	-0.08	counter[2]	6	out
-- critical path, stage by stage (launching register included) --
cell,delay [ns]
dfxtp_2,0.34
ha_4,0.20
a211o_1,0.24
a31oi_1,0.15
nor3_1,0.06
o21ai_1,0.12
buf_2,0.11
-- timing repair --
item | CTS | global route
pin swaps | 11 | 4
buffers inserted | 0 | 1
setup endpoints to repair | 1 | 1
gates resized | 24 | 1
endpoints found under the hold margin | 0 | 0
-- synthesized netlist by cell type (2+ instances only) --
cell type  count
and3_1         2
dfxtp_1        8
ha_1           8
inv_1          7
nand2_1        3
nand4_1        5
nor2_1         8
o21ai_0        4
xor2_1         5
-- cells by family (layout without fill, tap and decap cells) --
family / after synthesis / after routing / share of synthesized area (%)
buffers and inverters: 8 / 29 / 5.81
AND/OR/NAND/NOR: 23 / 23 / 22.5
XOR/XNOR: 6 / 6 / 10.2
adder cells (fa/ha/maj): 8 / 8 / 19.4
flip-flops: 8 / 8 / 31.0
AND-OR/OR-AND: 8 / 8 / 9.20
multiplexers: 1 / 1 / 1.94
-- per-layer routing --
| layer | wire, µm | share of wire (%) | vias up | GRT usage [%] |
|---|---|---|---|---|
| li1 | - | - | 259 | - |
| met2 | 557 | 43 | 9 | 5.94 |
| met5 | 0 | 0 | - | 0 |
| met3 | 82 | 6.4 | 2 | 2.16 |
| met4 | 14 | 1.1 | 0 | 0.528 |
| met1 | 629 | 49 | 228 | 5.34 |
-- power groups by stage --
stage     clock (µW)  sequential, µW  combinational, µW
4_1_cts          131             177               63.2
5_1_grt          143             177               72.0
6_report         130             176               62.7
-- area by class of cell --
type                    count  area (µm²)
clock buffers               3        22.5
flip-flops and latches      8         161
fillers                   384        2620
multi-input cells          46         374
repair buffers             19         155
inverters                   7        26.3
well taps                  46        57.6
-- per-stage QoR --
stage	hold WS [ns]	util, %	worst slack [ns]
6_report	0.552	23.3	0.0481
3_3_place_gp	0.532	21.5	-0.759
2_1_floorplan	0.488	-	0.282
5_1_grt	0.578	23.3	-0.0820
4_1_cts	0.561	23.3	-0.0197
3_5_place_dp	0.537	21.5	-0.799
Power is estimated from default activity; no workload was simulated.
