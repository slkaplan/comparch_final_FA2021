===== flow/run.sh =====
#!/bin/bash
# OpenROAD 26Q1-2900-gdf79404cd8, Yosys 0.63+post, stock flow scripts
make -C /OpenROAD-flow-scripts/flow DESIGN_CONFIG=/design/flow/config.mk WORK_HOME=/design/flow/orfs finish

===== flow/config.mk =====
export PLATFORM = sky130hd
export DESIGN_NAME = pulse_generator
export DESIGN_NICKNAME = pulse_generator
export VERILOG_FILES = /design/flow/design.v
export SDC_FILE = /design/flow/constraint.sdc
export NUM_CORES = 4
export LEC_CHECK = 1
export CORE_AREA = 10 10 70 70
export DIE_AREA = 0 0 80 80

===== flow/design.v =====
module pulse_generator(clk, rst, ena, ticks, out);
parameter N = 8;
input wire clk, rst, ena;
input wire [N-1:0] ticks;
output logic out;
logic [N-1:0] counter;
logic counter_comparator;
always_comb begin : comparator_logic
  counter_comparator = (counter >= ticks);
end
always_ff @(posedge clk) begin : counter_logic
  if(rst) begin
    counter <= 0;
  end
  else if (ena) begin
    if (counter_comparator) begin
      counter <= 0;
    end else begin
      counter <= counter + 1;
    end
  end
end
always_comb begin : output_logic
  out = counter_comparator & ena;
end 
endmodule

===== flow/constraint.sdc =====
current_design pulse_generator

set clk_period 2.5
set clk_io_pct 0.2

create_clock -name clk0 -period $clk_period [get_ports {clk}]

set non_clock_inputs [all_inputs -no_clocks]
set_input_delay [expr $clk_period * $clk_io_pct] -clock clk0 $non_clock_inputs
set_output_delay [expr $clk_period * $clk_io_pct] -clock clk0 [all_outputs]

==> summary.txt <==
impl run done, here's what came out: classification of the worst setup path in -> out, number of vias after detailed routing 439, final non-filler cell total 121, fraction of the core area covered by cells at the end of the flow 0.232, maximum number of buffers from clock root to sink 2, Largest register FFs 8, CP Data Required Time about 2 ns, diode insertion count for antenna repair 0, Critical Path Max Stage Delay 0.46 ns, distinct lib cells 22, final tally of setup violations 0, fraction of final layout cells sized beyond drive strength 1 0.280, TritonCTS clock tree built, Worst path slowest cell sky130_fd_sc_hd__clkdlybuf4s50_1, routability congestion estimate from global placement 0.795, Via density 3.63, slew at the pin with the worst max-slew slack between 0.4 and 0.5 ns, Setup Skew between 0.0015 and 0.002 ns, worst endpoint data arrival time roughly 1.9 ns, ports placed on the boundary 12, Remaining Overflow, GRT 0, RSZ-0062 raised after global routing no, buffers added on ports 11, min Tclk post-route roughly 2.4 ns, count of filler cells inserted in the layout 370, Post-Place Cells between 100 and 150, clock sink count 8, Total Wirelength 1130 µm, worst ir drop on vdd 0.106 mV, post-synthesis cell count 62, overall die width ~80 µm, largest net degree at the start of global routing 9, layout overhead on the synthesized area 35.3%, number of antenna violations at the first check in global routing 0, half-perimeter wire length of the detailed placement result roughly 960 µm, path type of the worst min-delay path reg -> reg, Setup Buffers After CTS 0, status completed, hold buffers post-CTS 0, post-synthesis cell count from yosys approximately 62, vertical die dimension approximately 80 µm, peak clock frequency supported by timing 417 MHz, clock latency reported for the late side of the worst-skew pair 0.25 ns, static power due to leakage 0.338 nW, Hold Fails Final Rpt 0, relative max-transition margin 0.729, wire length of the first global-routing pass about 1900 µm, synthesis area per yosys 586 µm², Reg clk slew, reported paths 0.05 ns, maximum fanout encountered on the critical timing path 2, Seq/Total Area, Yosys 0.274, Netlist Area Pre-Place just under 600 µm², gate family responsible for the most delay along the worst path buffers and inverters, Max Cap Violations 0, ordered list of cells on the worst path clkdlybuf4s50_1 -> inv_1 -> ha_1 -> o2111a_1 -> a22o_1 -> buf_2, clock buffer count from CTS 3, starting density of the core 0.171, Final period util 0.960, number of core rows 21, via count of the first global-routing pass ~430, drt wl/cell between 9 and 10 µm, crit path launch type primary input, overall global routing resource usage 0.0350, Synth Register Bits 8, DRC violation total after the first TritonRoute iteration 14, Tool Warnings 25, Die ar. about 0.0064 mm², Power per Cell Area between 300 and 400 mW/mm², drt drc 0, H-tree depth reported by CTS 1, leading registers by flop count counter: 8 flops, Floorplan Core Area approximately 0.0034 mm², category of the worst setup path capture point output pin, buffering stage count on the worst path with inverters included 3, final antenna-violating net count 0, register-to-register setup slack about 0.73 ns, total non-filler cell area in the finished layout ~790 µm², Reg with most FFs counter, root buffer selected by CTS sky130_fd_sc_hd__clkbuf_4, 1st-pass router iterations 2, Max Slew Vio Count 0, number of warnings issued by yosys 1, Mean Syn Cell Area between 9 and 10 µm², cell area reported after detailed placement 748 µm²
-- cells in the mapped netlist --
cell type                  number  area share
sky130_fd_sc_hd__a221o_1        1       0.017
sky130_fd_sc_hd__mux2i_1        1       0.017
sky130_fd_sc_hd__nor2_1         3       0.019
sky130_fd_sc_hd__dfxtp_1        8        0.27
sky130_fd_sc_hd__a22o_1         1       0.015
sky130_fd_sc_hd__a21o_2         1       0.015
sky130_fd_sc_hd__nor3b_1        1       0.013
sky130_fd_sc_hd__ha_1           9        0.19
sky130_fd_sc_hd__nor3_1         1      0.0085
sky130_fd_sc_hd__o21ai_1        1      0.0085
sky130_fd_sc_hd__nand2_1        4       0.026
sky130_fd_sc_hd__and3_4         1       0.019
sky130_fd_sc_hd__xor2_1         3       0.045
sky130_fd_sc_hd__o21ai_0        1      0.0085
sky130_fd_sc_hd__nor3_2         8        0.14
sky130_fd_sc_hd__inv_1          8       0.051
sky130_fd_sc_hd__buf_1          1      0.0064
sky130_fd_sc_hd__o2111a_1       1       0.019
sky130_fd_sc_hd__nand4_1        2       0.021
sky130_fd_sc_hd__xnor2_1        4       0.060
sky130_fd_sc_hd__buf_6          1       0.019
sky130_fd_sc_hd__buf_2          1      0.0085
-- routing by layer --
layer  routed length [µm]  track usage  vias up
met2                  488       0.0506        8
met4                   23       0.0123        0
met1                  538       0.0462      186
li1                     -            -      241
met5                    0            0        -
met3                   75       0.0136        4
-- power by group --
| part | switching (mW) | total [mW] | internal [mW] |
|---|---|---|---|
| registers | 0.00388 | 0.135 | 0.131 |
| clock network | 0.0405 | 0.0952 | 0.0547 |
| logic | 0.0207 | 0.0483 | 0.0276 |
-- worst paths after layout --
path              start         end  depth (start not counted)
max            ticks[3]         out                          6
min          counter[1]  counter[1]                          2
max reg2reg  counter[6]  counter[0]                          6
min reg2reg  counter[1]  counter[1]                          2
-- cell usage in the layout, fill, tap and decap left out, types with 2 or more instances in the layout --
| cell | n |
|---|---|
| sky130_fd_sc_hd__nor3_2 | 8 |
| sky130_fd_sc_hd__dfxtp_1 | 8 |
| sky130_fd_sc_hd__ha_1 | 7 |
| sky130_fd_sc_hd__clkdlybuf4s50_1 | 7 |
| sky130_fd_sc_hd__inv_1 | 6 |
| sky130_fd_sc_hd__xnor2_1 | 4 |
| sky130_fd_sc_hd__nand2_1 | 4 |
| sky130_fd_sc_hd__nor2_1 | 3 |
| sky130_fd_sc_hd__xor2_1 | 3 |
| sky130_fd_sc_hd__clkbuf_4 | 3 |
| sky130_fd_sc_hd__dlygate4sd2_1 | 3 |
| sky130_fd_sc_hd__inv_2 | 2 |
| sky130_fd_sc_hd__nand4_1 | 2 |
| sky130_fd_sc_hd__ha_4 | 2 |
| sky130_fd_sc_hd__buf_4 | 2 |
-- logic make-up after synthesis --
family | Yosys count | share of synthesized area
adder cells (fa/ha/maj) | 9 | 0.192
XOR/XNOR | 7 | 0.105
AND-OR/OR-AND | 6 | 0.0833
buffers and inverters | 11 | 0.0855
AND/OR/NAND/NOR | 20 | 0.244
multiplexers | 1 | 0.0171
flip-flops | 8 | 0.273
-- worst min-delay path, stage by stage (launching register included) --
cell and delay [ns]:
sky130_fd_sc_hd__dfxtp_1 0.33, sky130_fd_sc_hd__mux2i_1 0.17, sky130_fd_sc_hd__nor3_2 0.05
-- what timing repair did --
item | 4_1_cts | 5_1_grt
setup endpoints to repair | 1 | 1
resized | 10 | 1
pin swaps | 6 | 0
-- area by class of cell --
class | count | area (µm²) | share of cell area
inverters | 8 | 30.0 | 0.0379
well taps | 46 | 57.6 | 0.0727
flip-flops and latches | 8 | 160 | 0.202
multi-input cells | 43 | 405 | 0.512
repair buffers | 13 | 116 | 0.147
clock buffers | 3 | 22.5 | 0.0284
-- per-stage QoR --
stage | setup slack (ns) | TNS, ns | hold slack (ns) | total power, mW
5_1_grt | 0.0517 | 0 | 0.633 | 0.298
3_5_place_dp | -0.450 | -0.450 | 0.553 | 0.186
4_1_cts | 0.0873 | 0 | 0.605 | 0.282
3_3_place_gp | -0.461 | -0.461 | 0.555 | 0.184
2_1_floorplan | 0.376 | 0 | 0.524 | 0.163
6_report | 0.100 | 0 | 0.601 | 0.279
Power figures rest on the tool's default switching activity, not on a simulated workload.
